[/design/flow/config.mk]
export PLATFORM = sky130hd
export DESIGN_NAME = usb11_phy
export DESIGN_NICKNAME = usb11_phy
export VERILOG_FILES = /design/flow/design.v
export SDC_FILE = /design/flow/constraint.sdc
export NUM_CORES = 4
export LEC_CHECK = 1
export CORE_UTILIZATION = 50
[/design/flow/constraint.sdc]
current_design usb11_phy

set clk_period 4.1
set clk_io_pct 0.2

create_clock -name clk0 -period $clk_period [get_ports {clk_i}]

set non_clock_inputs [all_inputs -no_clocks]
set_input_delay [expr $clk_period * $clk_io_pct] -clock clk0 $non_clock_inputs
set_output_delay [expr $clk_period * $clk_io_pct] -clock clk0 [all_outputs]
[/design/flow/design.v]
module usb11_phy (
      input           clk_i,
      input           rst_i,
      input  [  7:0]  utmi_data_out_i,
      input           utmi_txvalid_i,
      output          utmi_txready_o,
      output [  7:0]  utmi_data_in_o,
      output          utmi_rxvalid_o,
      output          utmi_rxactive_o,
      output          utmi_rxerror_o,
      output [  1:0]  utmi_linestate_o,
      input  [  1:0]  utmi_op_mode_i,
      input  [  1:0]  utmi_xcvrselect_i,
      input           utmi_termselect_i,
      input           utmi_dppulldown_i,
      input           utmi_dmpulldown_i,
      inout  wire usb_fpga_dp,      
      inout  wire usb_fpga_dn,      
      inout  wire usb_fpga_pu_dp,   
      inout  wire usb_fpga_pu_dn    
  );
  wire is_LS  = (utmi_xcvrselect_i == 2'b10);
  wire is_PRE = (utmi_xcvrselect_i == 2'b11);
  wire   utmi_reset_assert = (utmi_xcvrselect_i == 2'b00 && 
                              utmi_termselect_i == 1'b0  && 
                              utmi_op_mode_i    == 2'b10 && 
                              utmi_dppulldown_i && 
                              utmi_dmpulldown_i);
  assign utmi_linestate_o = {usb_fpga_dn, usb_fpga_dp};
  assign utmi_rxvalid_o   = rx_ready;
  assign utmi_rxerror_o   = rx_error;
  assign utmi_txready_o   = tx_ready;
  assign utmi_rxactive_o  = (state == S_RX_ACTIVE);
  assign utmi_data_in_o   = shiftreg;
  assign usb_fpga_pu_dp = 1'b0;  
  assign usb_fpga_pu_dn = 1'b0;
  assign usb_fpga_dp = (!rx_mode) ? (is_LS ? tx_dn : tx_dp) : 1'bz;
  assign usb_fpga_dn = (!rx_mode) ? (is_LS ? tx_dp : tx_dn) : 1'bz;
  wire   in_dp_w = is_LS ? usb_fpga_dn : usb_fpga_dp;
  wire   in_dn_w = is_LS ? usb_fpga_dp : usb_fpga_dn;
  wire in_rx_w = (in_dp_w == 1'b1 && in_dn_w == 1'b0) ? 1'b1 : 1'b0;
  reg [2:0] rx_pos,  rx_neg,  rx_dif;
  reg       rx_dp_q, rx_dn_q, rxd_q;
  always @(posedge clk_i or posedge rst_i) begin
    if (rst_i) begin
      rx_pos  <= 3'b0; rx_neg  <= 3'b0; rx_dif <= 3'b0;
      rx_dp_q <= 1'b0; rx_dn_q <= 1'b0; rxd_q  <= 1'b0;
    end else begin
      rx_pos <= {rx_pos[1:0], in_dp_w};
      rx_neg <= {rx_neg[1:0], in_dn_w};
      rx_dif <= {rx_dif[1:0], in_rx_w};
      rx_dp_q <= (rx_pos[2] == rx_pos[1]) ? rx_pos[2] : rx_dp_q;
      rx_dn_q <= (rx_neg[2] == rx_neg[1]) ? rx_neg[2] : rx_dn_q;
      rxd_q   <= (rx_dif[2] == rx_dif[1]) ? rx_dif[2] : rxd_q;
    end
  end
  wire rx_J       = rx_SE0 ? 1'b0 :  rxd_q;
  wire rx_K       = rx_SE0 ? 1'b0 : ~rxd_q;
  wire rx_SE0     = (!rx_dp_q & !rx_dn_q);
  wire rx_SE1     = (rx_dp_q & rx_dn_q);  
  reg [4:0] clk_ctr;
  reg       in_prev;
  wire slow_tick = is_LS | (is_PRE & (rx_mode | in_PRE));
  wire bit_tick  = (slow_tick ? (clk_ctr == 5'd14) : (clk_ctr[1:0] == 2'd1));
  wire ctr_is_0  =  slow_tick ? (clk_ctr == 5'd0)  : (clk_ctr[1:0] == 2'd0);
  wire bit_edge  = in_prev ^ rx_J;
  always @ (posedge clk_i or posedge rst_i) begin
    if (rst_i) begin
      in_prev <= 1'b0;
      clk_ctr <= 5'd0;
      end
    else begin
      in_prev <= rx_J;
      clk_ctr <= (bit_edge && (state < S_TX_SYNC)) ? 5'd0 : clk_ctr + 5'd1;
    end
  end
  localparam
    S_IDLE      = 5'd0,   S_RX_DETECT = 5'd1,   S_RX_SYNC_J = 5'd2,   S_RX_SYNC_K = 5'd3,
    S_RX_ACTIVE = 5'd4,   S_RX_EOP0   = 5'd5,   S_RX_EOP1   = 5'd6,   S_RX_EOP2   = 5'd7,
    S_TX_SYNC   = 5'd8,   S_TX_ACTIVE = 5'd9,   S_EOP_STUFF = 5'd10,  S_TX_EOP0   = 5'd11,
    S_TX_EOP1   = 5'd12,  S_TX_EOP2   = 5'd13,  S_TX_EOP3   = 5'd14,  S_TX_RST    = 5'd15,
    S_PRE_SYNC  = 5'd16,  S_PRE_PID   = 5'd17,  S_PRE_WAIT  = 5'd18;
  localparam
    SYNC = 8'h2a, PID_SOF = 8'ha5, PID_PRE = 8'h3c;
  reg [4:0] state;  
  reg [7:0] shiftreg;
  reg       tx_dp, tx_dn, tx_ready, rx_ready;
  reg       prev_bit, in_PRE, rx_mode, saw_sync_J;
  wire tx_toggle = ~shiftreg[0] | stuff_bit;
  wire rx_toggle = (prev_bit ^ rxd_q) & bit_tick;
  wire send_SOF  = (utmi_data_out_i==PID_SOF);
  wire is_LS_sof = utmi_txvalid_i & is_LS & send_SOF;
  reg  [2:0] bit_count;
  wire       byte_done = (&bit_count);
  always @ (posedge clk_i or posedge rst_i) begin
    if (rst_i)
      bit_count <= 3'b0;
    else if ((state == S_IDLE) || (state == S_RX_SYNC_K))
      bit_count <= 3'b0;
    else if ((state == S_RX_ACTIVE || state == S_TX_ACTIVE || state == S_PRE_PID) && bit_tick && !stuff_bit)
      bit_count <= bit_count + 3'd1;
    else if (((state == S_TX_SYNC) || (state == S_RX_SYNC_J) || state == S_PRE_SYNC) && bit_tick)
      bit_count <= bit_count + 3'd1;
  end
  reg [2:0] ones_count;
  wire      stuff_bit = (ones_count == 3'd6);
  wire      stuff_nxt = (ones_count == 3'd5) && shiftreg[0];
  always @ (posedge rst_i or posedge clk_i) begin
    if (rst_i) begin
      state      <= S_IDLE;      
      shiftreg   <= 8'b0;        
      prev_bit   <= 1'b0;        
      in_PRE     <= 1'b0;        
      tx_ready   <= 1'b0;        
      rx_ready   <= 1'b0;        
      rx_mode    <= 1'b1;        
      saw_sync_J <= 1'b0;        
      ones_count <= 3'd1;        
      tx_dp      <= 1'b1;        
      tx_dn      <= 1'b0;        
      end
    else begin
      tx_ready <= 1'b0;
      rx_ready <= 1'b0;
      if (state==S_IDLE) begin
        prev_bit   <= rxd_q;
        rx_mode    <= ~(utmi_txvalid_i | utmi_reset_assert);
        saw_sync_J <= 1'b0;
        ones_count <= 3'd1;
        shiftreg   <= SYNC;
        tx_dp <= 1'b1; tx_dn <= 1'b0;
        if (utmi_reset_assert)
          state <= S_TX_RST;
        else if (rx_K)
          state <= S_RX_DETECT;
        else if (is_LS_sof) begin  
          state <= S_TX_EOP0;
          tx_ready <= 1'b1;  
          end
        else if (utmi_txvalid_i)
          state <= (is_PRE && !(utmi_data_out_i==PID_SOF ) ? S_PRE_SYNC : S_TX_SYNC);
        end
      else if (state==S_TX_RST) begin
        tx_dp <= 1'b0; tx_dn <= 1'b0;
        if (!utmi_reset_assert) state <= S_IDLE;
        end
      else if (bit_tick) begin
        prev_bit <= rxd_q;
        case (state)
        S_RX_DETECT:  begin  
                      state <= (rx_K) ? S_RX_SYNC_K : S_IDLE;
                      end
        S_RX_SYNC_K:  begin
                      if (rx_K)  
                        state <= saw_sync_J ? S_RX_ACTIVE : S_IDLE;
                      else if (rx_J)  
                        state <= S_RX_SYNC_J;
                      end
        S_RX_SYNC_J:  begin
                      saw_sync_J <= 1'b1;
                      if (rx_K)  
                        state <= S_RX_SYNC_K;
                      else if (bit_count == 3'd1)  
                        state <= S_IDLE;
                      end
        S_RX_ACTIVE:  begin
                      if (rx_SE0)
                        state <= S_RX_EOP0;
                      else if (rx_error)
                        state <= S_IDLE;
                      if (!stuff_bit) begin
                        shiftreg <= {~rx_toggle, shiftreg[7:1]};
                        if (byte_done) rx_ready <= 1'b1;
                        end
                      ones_count <= rx_toggle ? 3'b0 : ones_count + 3'd1;
                      end
        S_RX_EOP0:    begin  
                      state <= (rx_SE0) ? S_RX_EOP1 : S_IDLE;
                      end
        S_RX_EOP1:    begin  
                      state <= (rx_J) ? S_RX_EOP2 : S_RX_EOP0;
                      end
        S_RX_EOP2:    begin  
                      state <= S_IDLE;
                      end
        S_PRE_SYNC:   begin  
                      if (byte_done) state <= S_PRE_PID;
                      shiftreg <= (byte_done) ? PID_PRE : {~rx_toggle, shiftreg[7:1]};
                      tx_dp <= shiftreg[0]; tx_dn <= ~shiftreg[0];
                      end
        S_PRE_PID:    begin  
                      if (byte_done) state <= S_PRE_WAIT;
                      if (!stuff_bit) shiftreg <= {~rx_toggle, shiftreg[7:1]};
                      if (tx_toggle) begin tx_dp <= ~tx_dp; tx_dn <= ~tx_dn; end
                      end
        S_PRE_WAIT:   begin  
                      if (tx_sep) begin
                        state <= S_TX_SYNC;
                        in_PRE  <= 1'b1;
                        end
                      shiftreg <= SYNC;
                      tx_dp <= 1'b1; tx_dn <= 1'b0;
                      end
        S_TX_SYNC:    begin  
                      if (byte_done) begin
                        state <= S_TX_ACTIVE;
                        tx_ready <= 1'b1;
                        end
                      shiftreg <= (byte_done) ? utmi_data_out_i : {~rx_toggle, shiftreg[7:1]};
                      tx_dp <= shiftreg[0]; tx_dn <= ~shiftreg[0];
                      end
        S_TX_ACTIVE:  begin  
                      if (!stuff_bit) begin
                        shiftreg <= (byte_done) ? utmi_data_out_i : {~rx_toggle, shiftreg[7:1]};
                        if (byte_done) begin
                          if (!utmi_txvalid_i || eop_pending)
                            state <= stuff_nxt ? S_EOP_STUFF : S_TX_EOP0;
                          else
                            tx_ready <= 1'b1;
                          end
                      end
                      if (tx_toggle) begin tx_dp <= ~tx_dp; tx_dn <= ~tx_dn; end
                      ones_count <= (tx_toggle) ? 3'b0 : ones_count + 3'd1;
                      end
        S_EOP_STUFF:  begin  
                      state = S_TX_EOP0;
                      if (tx_toggle) begin tx_dp <= ~tx_dp; tx_dn <= ~tx_dn; end
                      end
        S_TX_EOP0:    begin  
                      state <= S_TX_EOP1; tx_dp <= 1'b0; tx_dn <= 1'b0;
                      end
        S_TX_EOP1:    begin  
                      state <= S_TX_EOP2; tx_dp <= 1'b0; tx_dn <= 1'b0;
                      end
        S_TX_EOP2:    begin  
                      state <= S_TX_EOP3; tx_dp <= 1'b1; tx_dn <= 1'b0;
                      end
        S_TX_EOP3:    begin  
                      state   <= S_IDLE;
                      in_PRE  <= 1'b0;
                      end
        default:      state <= S_IDLE;
        endcase
      end
    end
  end
  reg rx_error;
  always @ (posedge clk_i or posedge rst_i) begin
    if (rst_i)
        rx_error  <= 1'b0;
    else if (ones_count == 3'd7)  
        rx_error  <= 1'b1;
    else if (rx_SE1 && bit_tick)  
        rx_error  <= 1'b1;
    else if ((state == S_RX_SYNC_K) && !saw_sync_J & rx_K & bit_tick)  
        rx_error  <= 1'b1;
    else if (rx_timeout)  
        rx_error  <= 1'b1;
    else
        rx_error  <= 1'b0;
  end
  reg [7:0] rx_timer;
  always @ (posedge clk_i or posedge rst_i)
  if (rst_i)
      rx_timer  <= 8'd255;
  else if (state == S_TX_EOP2 || state == S_PRE_PID)
      rx_timer  <= 8'd0;
  else if (state == S_RX_ACTIVE)  
      rx_timer  <= 8'd255;
  else if (bit_tick && !(&rx_timer))
      rx_timer  <= rx_timer + 8'd1;
  wire rx_timeout = (rx_timer == 8'd250);
  wire tx_sep     = (rx_timer == 8'd4);
  reg eop_pending;
  always @ (posedge rst_i or posedge clk_i)
  if (rst_i)
      eop_pending  <= 1'b0;
  else if ((state == S_TX_ACTIVE) && !utmi_txvalid_i)
      eop_pending  <= 1'b1;
  else if (state == S_TX_EOP0)
      eop_pending  <= 1'b0;
endmodule
[/design/flow/run.sh]
#!/bin/bash
# OpenROAD 26Q1-2900-gdf79404cd8, Yosys 0.63+post, stock flow scripts
make -C /OpenROAD-flow-scripts/flow DESIGN_CONFIG=/design/flow/config.mk WORK_HOME=/design/flow/orfs finish
==> impl_metrics.py <==
# Physical implementation metrics
metrics = {
    "synth": {
        "synth_flops": 69,
        "yosys_warnings": 3,
        "ys_cells": 364,
        "ys_seq_frac": 0.4740,
        "syn_inst": 364,
        "yosysChipArea_mm2": 0.003675,
        "syn_area_mm2": 0.003675,
        "syn_area_per_cell_um2": 10.10,
        "edf_count": 0,
        "flop_cell": "dfrtp_1",
        "synth_cell_types": 69,
        "synthArstFlopShare": 1.000,
    },
    "floorplan": {
        "die_width_um": 87.73,
        "die_y_um": 87.73,
        "initial_utilization": 0.5292,
        "ios": 36,
        "rows": 30,
    },
    "place": {
        "placedCellCount": 475,
        "finalWeightedCongestion": 0.8882,
        "placed_area_mm2": 0.004024,
        "dp_hpwl_mm": 5.535,
        "port_buffers": 31,
    },
    "cts": {
        "htree_levels": 3,
        "cts_hold_buf": 0,
        "numCtsBuffers": 9,
        "cts.sinks": 69,
        "cts_buffer_depth": 2,
        "ctsRootBufferMaster": "clkbuf_8",
        "ctsResizeCount": 0,
        "postCtsSetupBuffers": 0,
    },
    "outcome": {
        "status": "did not finish",
        "stop_stage": "4_1_cts",
        "first-error": "[error] [KeplerFormal.cpp:679] Workflow failed: Iso has multiple drivers: .usb_fpga_dp0, _467_.X0",
    },
}
==> cell families after synthesis <==
logic type                 after synthesis  share of synthesized area
adders and majority gates               16                    0.05244
other                                    1                   0.001020
xor gates and xnor gates                 9                    0.02145
muxes                                   12                    0.03473
buffers and inverters                   40                    0.05175
AOI/OAI and AO/OA                       84                     0.1815
and+or+nand+nor                        133                     0.1832
DFF                                     69                     0.4740
==> Yosys cell counts, types with 4 or more instances <==
| master | number | area [µm²] |
|---|---|---|
| nor2_1 | 33 | 123.9 |
| ha_1 | 13 | 162.7 |
| mux2_2 | 6 | 67.56 |
| inv_1 | 18 | 67.56 |
| nand2b_1 | 4 | 25.02 |
| dfrtp_1 | 57 | 1426 |
| nor4_1 | 6 | 37.54 |
| xnor2_1 | 6 | 52.55 |
| o211ai_1 | 5 | 37.54 |
| mux2i_1 | 6 | 60.06 |
| and3_1 | 7 | 43.79 |
| nand2_1 | 29 | 108.9 |
| a221oi_1 | 4 | 35.03 |
| nor3_1 | 15 | 75.07 |
| o31ai_1 | 4 | 30.03 |
| nor2b_1 | 4 | 25.02 |
| dfstp_2 | 12 | 315.3 |
| buf_4 | 4 | 30.03 |
| nand3_1 | 11 | 55.05 |
| o21ai_0 | 15 | 75.07 |
| a21oi_1 | 9 | 45.04 |
| clkbuf_1 | 13 | 48.80 |
==> metrics by stage <==
stage               worst slack, ps  total power, mW
detailed placement            860.6            2.210
global placement              861.0            2.196
floorplan                      1560            1.897
Power is estimated from default activity; no workload was simulated.
