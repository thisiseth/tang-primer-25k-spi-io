## flow/config.mk

```make
export PLATFORM = sky130hd
export DESIGN_NAME = usb11_sie
export DESIGN_NICKNAME = usb11_sie
export VERILOG_FILES = /design/flow/design.v
export SDC_FILE = /design/flow/constraint.sdc
export NUM_CORES = 4
export LEC_CHECK = 1
export CORE_UTILIZATION = 50
```

## flow/run.sh

```bash
#!/bin/bash
# OpenROAD 26Q1-2900-gdf79404cd8, Yosys 0.63+post, stock flow scripts
make -C /OpenROAD-flow-scripts/flow DESIGN_CONFIG=/design/flow/config.mk WORK_HOME=/design/flow/orfs finish
```

## flow/design.v

```verilog
module usb11_sie (
  input  wire         clk_i,
  input  wire         rst_i,
  output wire [7:0]   led_o,
  input  wire         start_i,
  input  wire         in_transfer_i,
  input  wire         sof_transfer_i,
  input  wire         resp_expected_i,
  output wire         idle_o,
  output reg          crc_err_o,
  output reg          timeout_o,
  output reg          ack_o,
  output reg          tx_done_o,
  output reg          rx_done_o,
  output wire [15:0]  rx_count_o,
  output reg  [ 7:0]  response_o,
  input  wire [ 7:0]  token_pid_i,
  input  wire [ 6:0]  token_dev_i,
  input  wire [ 3:0]  token_ep_i,
  input  wire [15:0]  data_len_i,
  input  wire         data_idx_i,   
  input  wire [ 7:0]  tx_data_i,
  output wire         tx_pop_o,
  output wire [ 7:0]  rx_data_o,
  output wire         rx_push_o,
  output wire [ 7:0]  utmi_data_o,
  output wire         utmi_txvalid_o,
  input  wire         utmi_txready_i,
  input  wire [ 7:0]  utmi_data_i,
  input  wire         utmi_rxvalid_i,
  input  wire         utmi_rxactive_i,
  input  wire         utmi_rxerror_i,
  input  wire [ 1:0]  utmi_xcvrselect_i
  );
  assign led_o = {4'b0, state};
  localparam  PID_DATA0 = 8'hc3, PID_DATA1 = 8'h4b, PID_ACK   = 8'hd2;
  localparam  S_IDLE       = 4'd0, S_TX_TOKEN1  = 4'd1,  S_TX_TOKEN2  = 4'd2,
              S_TX_TOKEN3  = 4'd3, S_TX_SEP     = 4'd4,  S_TX_PID     = 4'd5,
              S_TX_DATA    = 4'd6, S_TX_CRC1    = 4'd7,  S_TX_CRC2    = 4'd8,
              S_RX_WAIT    = 4'd9, S_RX_DATA    = 4'd10, S_TX_ACK     = 4'd11;
  function [ 4:0] crc5;
    input [10:0] data;
    reg   [ 3:0] i;
    reg   [ 4:0] x;
    begin
      crc5 = 5'b11111;
      for (i = 0; i <= 10; i = i + 1) begin
        crc5 = {1'b0, crc5[4:1]} ^ ((data[i] ^ crc5[0]) ? 5'b10100 : 5'b0);
      end
    end
  endfunction
  wire  [15:0] token_dat = {~crc5({token_ep_i, token_dev_i}), token_ep_i, token_dev_i};
  function [15:0] crc16;
    input [ 7:0] data;
    input [15:0] crc;
    reg   [ 3:0] i;
    reg   [15:0] x;
    begin
      crc16 = crc;
      for (i = 0; i <= 7; i = i + 1) begin
        crc16 = {1'b0, crc16[15:1]} ^ ((data[i] ^ crc16[0]) ? 16'ha001 : 16'h0);
      end
    end
  endfunction
  reg  [15:0] crc_sum;
  wire [ 7:0] crc_in  = (state==S_RX_DATA) ? utmi_data_i : tx_data_i;
  wire [15:0] crc_out = crc16(crc_in, crc_sum);
  wire crc_error = (state == S_RX_DATA) && !rx_active && in_transfer    &&
                   (response_o == PID_DATA0 || response_o == PID_DATA1) &&
                   (crc_sum != 16'hb001);  
  reg [11:0] timeout_q;
  always @ (posedge clk_i or posedge rst_i)
  if (rst_i)
      timeout_q       <= 12'h000;
  else if (utmi_txready_i)
      timeout_q       <= 12'h000;
  else if (!rx_resp_timeout_w)
      timeout_q       <= timeout_q + 12'h1;
  wire   is_LS      = (utmi_xcvrselect_i == 2'b10);
  wire rx_resp_timeout_w = is_LS ? (timeout_q == 12'd4095) : (timeout_q == 12'd4095) ;
  assign utmi_data_o    = (state==S_TX_TOKEN1) ?  token_pid_i     :
                          (state==S_TX_TOKEN2) ?  token_dat[ 7:0] :
                          (state==S_TX_TOKEN3) ?  token_dat[15:8] :
                          (state==S_TX_PID)    ? (send_data1 ? PID_DATA1 : PID_DATA0) :
                          (state==S_TX_DATA)   ?  tx_data_i       :
                          (state==S_TX_CRC1)   ? ~crc_sum[ 7:0]   :
                          (state==S_TX_CRC2)   ? ~crc_sum[15:8]   :
                          (state==S_TX_ACK)    ?  PID_ACK         : 8'h00;
  assign utmi_txvalid_o = !(state==S_IDLE || state==S_RX_DATA || state==S_RX_WAIT || state==S_TX_SEP);
  wire rx_valid   = utmi_rxvalid_i & utmi_rxactive_i;
  wire rx_active  = utmi_rxactive_i;
  reg [15:0] databuf;
  always @(posedge clk_i or posedge rst_i) begin
    if (rst_i)
      databuf <= 16'b0;
    else if (utmi_rxvalid_i & utmi_rxactive_i)
      databuf <= {utmi_data_i, databuf[15:8]};
  end
  assign rx_data_o  = databuf[7:0];
  assign rx_push_o  = (state == S_RX_DATA) & rx_valid & ~byte_cnt[15];
  assign tx_pop_o   = (state == S_TX_DATA || state == S_TX_PID) & utmi_txready_i;
  assign rx_count_o = byte_cnt;
  assign idle_o     = (state == S_IDLE);
  reg [ 3:0] state;
  reg [15:0] byte_cnt;
  reg        in_transfer, send_data1, send_sof, send_ack;
  reg        wait_resp;
  always @(posedge clk_i or posedge rst_i)
  begin
     if (rst_i) begin
      state       <= S_IDLE;
      response_o  <=  8'h0;    
      timeout_o   <=  1'b0;    
      crc_err_o   <=  1'b0;    
      ack_o       <=  1'b0;    
      rx_done_o   <=  1'b0;    
      tx_done_o   <=  1'b0;    
      in_transfer <=  1'b0;    
      send_ack    <=  1'b0;    
      send_data1  <=  1'b0;    
      send_sof    <=  1'b0;    
      wait_resp   <=  1'b0;    
      crc_sum     <= 16'h0;    
      byte_cnt    <= 16'h0;    
      end
    else begin
      case (state)
      S_IDLE:       begin
                    rx_done_o     <= 1'b0;
                    tx_done_o     <= 1'b0;
                    ack_o         <= 1'b0;
                    if (start_i && !sof_transfer_i) begin  
                      response_o  <= 8'h0;
                      timeout_o   <= 1'b0;
                      crc_err_o   <= 1'b0;
                      byte_cnt    <= data_len_i;
                      end
                    if (start_i) begin  
                      in_transfer <= in_transfer_i;
                      send_ack    <= in_transfer_i && resp_expected_i;
                      send_data1  <= data_idx_i;
                      send_sof    <= sof_transfer_i;
                      wait_resp   <= resp_expected_i;
                      state       <= S_TX_TOKEN1;
                      end
                    end
      S_TX_TOKEN1:  begin
                    if (utmi_txready_i) begin
                      state <= (is_LS & send_sof) ? S_TX_SEP : S_TX_TOKEN2;
                      ack_o <= 1'b1;
                      end
                    end
      S_TX_TOKEN2:  begin
                    if (utmi_txready_i) state <= S_TX_TOKEN3;
                    end
      S_TX_TOKEN3:  begin
                    if (utmi_txready_i) begin
                      state <= (send_sof)    ? S_TX_SEP  :  
                               (in_transfer) ? S_RX_WAIT    
                                             : S_TX_SEP;    
                      end
                    end
      S_TX_SEP:     begin
                    state <= (send_sof) ? S_IDLE : S_TX_PID;
                    end
      S_TX_PID:     begin
                    if (utmi_txready_i) begin
                      state <= (byte_cnt == 16'b0) ? S_TX_CRC1 : S_TX_DATA;
                      byte_cnt  <= byte_cnt - 16'd1;
                      end
                    crc_sum <= 16'hffff;
                    end
      S_TX_DATA:    begin
                    if (utmi_txready_i) begin
                      crc_sum <= crc_out;
                      byte_cnt  <= byte_cnt - 16'd1;
                      if (byte_cnt == 16'h0) state <= S_TX_CRC1;
                      end
                    end
      S_TX_CRC1:    begin
                    if (utmi_txready_i) state <= S_TX_CRC2;
                    end
      S_TX_CRC2:    begin
                    if (utmi_txready_i) begin
                      if (wait_resp) tx_done_o <= 1'b1;
                      state <= wait_resp ? S_RX_WAIT : state <= S_IDLE;
                      end
                    end
      S_RX_WAIT:    begin
                    tx_done_o <= 1'b0;
                    crc_sum <= 16'hffff;
                    byte_cnt  <= (utmi_data_i==PID_DATA0 || utmi_data_i==PID_DATA1) ? 16'hfffe : 16'h0;
                    if (rx_valid) begin
                      response_o <= utmi_data_i;
                      wait_resp  <= 1'b0;
                      state      <= S_RX_DATA;
                      end
                    else if (rx_resp_timeout_w) begin
                      timeout_o <= 1'b1;
                      state     <= S_IDLE;
                      end
                    end
      S_RX_DATA:    begin
                    rx_done_o   <= !utmi_rxactive_i;
                    if (~rx_active) begin
                      if (send_ack && crc_error)  
                        state <= S_IDLE;
                      else if (send_ack && ((response_o == PID_DATA1) || response_o == PID_DATA0))
                        state <= S_TX_ACK;
                      else
                        state <= S_IDLE;
                      end
                    if (rx_valid) begin
                      crc_sum <= crc_out;
                      byte_cnt <= byte_cnt + 16'd1;
                      end
                    else if (~rx_active)
                      crc_err_o <= crc_error;
                    end
      S_TX_ACK:     begin
                    if (utmi_txready_i) state <= S_IDLE;
                    end
      default:      state <= S_IDLE;
      endcase
    end
  end
endmodule
```

## flow/constraint.sdc

```tcl
current_design usb11_sie

set clk_period 12.5
set clk_io_pct 0.2

create_clock -name clk0 -period $clk_period [get_ports {clk_i}]

set non_clock_inputs [all_inputs -no_clocks]
set_input_delay [expr $clk_period * $clk_io_pct] -clock clk0 $non_clock_inputs
set_output_delay [expr $clk_period * $clk_io_pct] -clock clk0 [all_outputs]
```

==> changes_impl.md <==
## Flow update

- Synth warn: 1
- Post-synthesis instance total: 635
- Placement Rows: 38
- Switching Share: 0.415
- Die footprint: 0.0115 mm²
- Combined area of all synthesized cells: 0.00555 mm²
- Data arrival at the endpoint of the critical path: 4.67 ns
- Largest area contributor in the synthesized netlist: sky130_fd_sc_hd__dfrtp_1
- Sequential share of power: 0.276
- Hold_buf cts: 0
- Total congestion overflow after global routing: 0
- Layout cells sized above 1: 0.0686
- Final design utilization: 0.645
- Crit Reg-Reg Startpoint: state[3]$_DFFE_PP0P_
- Most frequent cell on the critical path: sky130_fd_sc_hd__xnor2_1
- Worst path slowest cell: sky130_fd_sc_hd__clkdlybuf4s50_1
- Achievable Freq: 139 MHz
- Setup-violating endpoint count in the final report: 0
- Hold Path End: send_ack$_DFFE_PP0P_
- Num ports: 121
- Pre-CTS WS: 5.32 ns
- Count of routing violations after the opening detailed-route iteration: 310
- Tcrit/Tclk final: 0.574
- Overall routed net length: 15500 µm
- Distinct cell type count after synthesis: 58
- Most used cells in the layout excluding fill and tap cells: sky130_fd_sc_hd__clkdlybuf4s50_1 (115), sky130_fd_sc_hd__dfrtp_1 (82), sky130_fd_sc_hd__nor2_1 (72)
- Fin. max-slew vios: 0
- Ordered list of cells on the worst path: clkdlybuf4s50_1 -> xnor2_1 -> xnor2_1 -> xnor2_1 -> xnor2_1 -> a221oi_1 -> o21ai_0 -> clkdlybuf4s50_1
- Mean cell area of the mapped netlist: 8.75 µm²
- Top cells by area: sky130_fd_sc_hd__dfrtp_1 (37%), sky130_fd_sc_hd__xnor2_1 (6.2%), sky130_fd_sc_hd__o21ai_0 (5.0%)
- Number of vias in the routed layout: 5174
- Post-CTS setup repair buffer count: 0
- Category of the worst setup path capture point: output pin
- Post-CTS sizing: 0
- Most Crowded Layer GR: met2
- Number of max-cap violations: 0
- Number of levels the H-tree was split into: 3
- Run status: complete, no violations
- DRC viols: 0
- Count of antenna-violating nets left after detailed routing: 0
- Startpoint of the tightest hold check path: send_ack$_DFFE_PP0P_
- Drt via density: 5.86
- Synthesis-to-layout area growth: 25.9%
- Tool Warnings: 27
- Buffer depth of the longest clock path: 2
- Worst Reg-to-Reg Cells: 10
- Number of global-route vias before repair: 4937
- Cell count in the Yosys report: 635
- First drt pass iteration count: 5
- Worst IR drop on VDD: 0.193 mV
- Total negative setup slack: 0 ns
- CTS buffer count: 9
- Static leakage: 2.68 nW
- DPL Wire Length: 11300 µm
- Root buffer cell: sky130_fd_sc_hd__clkbuf_8
- Total cell area reported by yosys after synthesis: 0.00555 mm²
- CTS tree: done
- Filler Cell Count: 874
- Post-Route Skew: 0.00649 ns
- Worst-margin pin slew: 0.948 ns
- Min-Delay Path Class: flop to flop
- Post-synthesis register bit count: 82
- Internal power: 0.875 mW
- Share of total power in the clock network: 0.137
- Worst reg2reg setup slack: 7.75 ns
- Count of antenna diodes in the layout: 0
- Setup CP Type: primary input to output pin
- CORE AREA: 0.0108 mm²
- Global Route Usage Sum: 0.289
- Worst setup margin: 5.33 ns
- Clk sink count: 82
- Final GP Congestion: 0.949
- Final hold vios: 0
- Routed wire length per instance: 17.6 µm
- Crit path DRT: 10.00 ns
- Most instantiated logic cell after routing: sky130_fd_sc_hd__clkdlybuf4s50_1
- Width of the chip: 107 µm
- Fraction of power consumed by combinational cells: 0.587
- Dominant Register Cell: sky130_fd_sc_hd__dfrtp_1
- Top cell area share: 0.369
- Switching power summed over all nets: 0.621 mW
- Unrepaired setup endpoints after global routing: false
- Hold path depth: 2
- GRT met3 Usage: 0.0488
- Clock-pin slew of the registers on the worst-case setup and hold paths: 0.08 ns
- Global-route track usage on met2: 0.457
- Register area: 0.00205 mm²
- Die span in y: 107 µm
- Insertion delay at the late pin of the worst-skew pair: 0.37 ns
- Top fanout value on the critical path: 3
- Pin count of the biggest net entering global routing: 49
- Initial antenna violation count: 0
- Final critical delay including setup and external delays: 7.17 ns
- Multi-input gate area in the final layout: 0.00328 mm²
- GR Util met1: 0.429
- Post-synth tally of flip-flops with integrated enable: 0
- Max incr delay on CP: 0.47 ns
- Worst max-slew margin expressed relative to the limit: 0.363
- Pwr per Cell Area: 214 mW/mm²
- Global-route wire length before repair: 25300 µm
- Portion of the post-synthesis area used by sequential elements: 0.369
- Pre-placement core utilization: 0.512
- Type of origin of the critical path: primary input
- Capture point of the worst reg-to-reg path: byte_cnt[12]$_DFFE_PP0P_
- Post-synthesis async set-or-reset flop share: 1.00
- Count of buffers from port buffering: 115
## per-stage QoR
| step | cells | cell area [µm²] | hold slack, ns | power (mW) |
|---|---|---|---|---|
| floorplan | 638 | 5570 | 0.442 | 0.976 |
| global placement | 867 | 6780 | 0.468 | 1.27 |
| detailed placement | 867 | 6780 | 0.483 | 1.29 |
| CTS | 883 | 6990 | 0.505 | 1.50 |
| global route | 883 | 6990 | 0.531 | 1.62 |
| finish | 883 | 6990 | 0.497 | 1.50 |
## layout make-up
type                       count  area share
clock buffer                  10      0.0197
clock inverter                 6      0.0102
inverter                      11     0.00608
multi-input combinational    508       0.469
sequential                    82       0.293
tap                          140      0.0251
timing repair buffer         126       0.176
## critical path: cells and delay by family
kind,cells,cell delay (ns)
compound gates,2,0.43
xor+xnor,4,0.85
buf+inv,2,0.90
## registers in the layout, summed over array words and instances (netlist names)
| name | cells |
|---|---|
| timeout_o | 1 |
| in_transfer | 1 |
| send_data1 | 1 |
| response_o | 8 |
| wait_resp | 1 |
| crc_sum | 16 |
| databuf | 16 |
| rx_done_o | 1 |
| byte_cnt | 16 |
| ack_o | 1 |
| send_ack | 1 |
| send_sof | 1 |
| timeout_q | 12 |
| crc_err_o | 1 |
| state | 4 |
| tx_done_o | 1 |
## how the worst max path moves through the flow
stage	start	end	cells after the start	slack, ns
CTS	token_dev_i[2]	utmi_data_o[7]	8	5.29
global route	token_dev_i[2]	utmi_data_o[7]	8	5.17
finish	token_dev_i[2]	utmi_data_o[7]	8	5.33
## cells in the mapped netlist, types with 2 or more instances
library cell                number
sky130_fd_sc_hd__a2111oi_0       2
sky130_fd_sc_hd__a211oi_1        6
sky130_fd_sc_hd__a21o_1          4
sky130_fd_sc_hd__a21oi_1        53
sky130_fd_sc_hd__a221oi_1        9
sky130_fd_sc_hd__a222oi_1        3
sky130_fd_sc_hd__a22oi_1         4
sky130_fd_sc_hd__a2bb2oi_1       3
sky130_fd_sc_hd__a311oi_1        2
sky130_fd_sc_hd__a31oi_1        11
sky130_fd_sc_hd__a41oi_1         2
sky130_fd_sc_hd__and2_1          4
sky130_fd_sc_hd__and4_1          2
sky130_fd_sc_hd__buf_1           3
sky130_fd_sc_hd__buf_4          12
sky130_fd_sc_hd__buf_6           2
sky130_fd_sc_hd__clkbuf_1       20
sky130_fd_sc_hd__dfrtp_1        82
sky130_fd_sc_hd__ha_1           15
sky130_fd_sc_hd__inv_1          11
sky130_fd_sc_hd__mux2_2         20
sky130_fd_sc_hd__mux2i_1        14
sky130_fd_sc_hd__nand2_1        61
sky130_fd_sc_hd__nand2b_1        9
sky130_fd_sc_hd__nand3_1        17
sky130_fd_sc_hd__nand4_1         5
sky130_fd_sc_hd__nor2_1         72
sky130_fd_sc_hd__nor2b_1         9
sky130_fd_sc_hd__nor3_1         10
sky130_fd_sc_hd__nor4_1          7
sky130_fd_sc_hd__nor4b_1         4
sky130_fd_sc_hd__nor4bb_1        3
sky130_fd_sc_hd__o21a_1          7
sky130_fd_sc_hd__o21ai_0        55
sky130_fd_sc_hd__o21ai_1         2
sky130_fd_sc_hd__o21bai_1        2
sky130_fd_sc_hd__o22a_1          9
sky130_fd_sc_hd__o22ai_1         3
sky130_fd_sc_hd__or3_1           3
sky130_fd_sc_hd__xnor2_1        39
sky130_fd_sc_hd__xor2_1         17
## power by group through the flow
| stage | Sequential, mW | Clock, mW | Combinational (mW) |
|---|---|---|---|
| 4_1_cts | 0.412 | 0.210 | 0.875 |
| 5_1_grt | 0.424 | 0.221 | 0.974 |
| 6_report | 0.413 | 0.205 | 0.878 |
## layer usage
layer,routed length [µm],vias to the layer above
met5,0,-
met4,360,0
li1,-,2496
met1,6990,2473
met2,7260,180
met3,912,25
## cells by family after synthesis
group                      share of synthesized area
adders and majority gates                     0.0374
and+or+nand+nor                                0.177
DFF                                            0.369
xor gates and xnor gates                      0.0996
buffers and inverters                         0.0433
AOI/OAI and AO/OA                              0.207
muxes                                         0.0658
other                                       0.000675
No activity file was given, so power comes from the tool's default toggle rates.
